<file path="design.v">
`timescale 1ns/10ps
module ELA(clk, rst, ready, in_data, data_rd, req, wen, addr, data_wr, done);
	input				clk;
	input				rst;
	input				ready;
	input		[7:0]	in_data;
	input		[7:0]	data_rd;
	output 	reg			req;
	output 	reg			wen;
	output 	reg	[12:0]	addr;
	output 	reg	[7:0]	data_wr;
	output 	reg			done;
reg [1:0] st, next_st;
reg [7:0] upper_row [0:127];
reg [7:0] lower_row [0:127];
reg [6:0] st_count;
reg [7:0] D1, D2, D3;
reg [7:0] D4, D5;
reg [7:0] P, Q;
reg [7:0] d_temp1, d_temp2, d_temp3, d_min;
reg [2:0] index1, index2, index3, index_min;
reg [2:0] addr_flag;
integer i;
parameter  IDLE = 2'd0,
           s1 = 2'd1,  
		   UPDATE = 2'd2,  
		   INTERPOLATION = 2'd3;
always@(posedge clk or posedge rst)begin
	if(rst)begin
		addr <= 13'd0;
	end
	else if(ready)begin
		case(addr_flag)
			3'd0 : addr <= addr + 13'd1;   
			3'd1 : addr <= addr + 13'd129;  
			3'd2 : addr <= addr + 13'd257;  
			3'd3 : addr <= addr - 13'd255;  
			3'd4 : addr <= addr;  
		endcase
	end
end
always@(posedge clk or posedge rst)begin
	if(rst)begin
		st <= IDLE;
		st_count <= 7'd0;
		done <= 1'd0;
		for(i=0; i<128; i=i+1)begin
			upper_row[i] <= 8'd0;
			lower_row[i] <= 8'd0;
		end
	end
	else if(ready)begin
		st <= next_st;
		case(st)
			s1 : begin
				st_count <= st_count + 7'd1;
				upper_row[addr] <= in_data;
			end
			UPDATE : begin
				st_count <= st_count + 7'd1;
				lower_row[st_count] <= in_data;
			end
			INTERPOLATION : begin
				st_count <= st_count + 7'd1;
				if(next_st==UPDATE)begin
				 	for(i=0; i<128; i=i+1)begin
						upper_row[i] <= lower_row[i];
					end
				end
				done <= (addr==13'd7935)? 1'd1 : 1'd0;
			end
		endcase
	end
end
always@(*)begin
	case(st)
		IDLE : begin
			next_st = (ready)? s1 : IDLE;
			addr_flag = 3'd4;
		end
		s1 : begin
			if(st_count==7'd127)begin
				next_st = UPDATE;
				addr_flag = 3'd1;
			end
			else begin
				next_st = s1;
				addr_flag = 3'd0;
			end
		end
		UPDATE : begin
			if(st_count==7'd127)begin
				next_st = INTERPOLATION;
				addr_flag = 3'd3;
			end
			else begin
				next_st = UPDATE;
				addr_flag = 3'd0;
			end
		end
		INTERPOLATION : begin
			if(addr==13'd7935)begin
				next_st = INTERPOLATION;
				addr_flag = 3'd4;
			end
			else if(st_count==7'd127)begin
				next_st = UPDATE;
				addr_flag = 3'd2;
			end
			else begin
				next_st = INTERPOLATION;
				addr_flag = 3'd0;
			end
		end
		default : begin
			next_st = IDLE;
			addr_flag = 3'd4;
		end
	endcase
end
always@(*)begin
	case(st)
		IDLE : begin
			req = 1'd0;
			wen = 1'd0;
			data_wr = in_data;
			D1 = 8'd0;
			D2 = 8'd0;
			D3 = 8'd0;
		end
		s1 : begin
			req = 1'd1;
			wen = 1'd1;
			data_wr = in_data;
			D1 = 8'd0;
			D2 = 8'd0;
			D3 = 8'd0;
		end
		UPDATE : begin
			req = 1'd1;
			wen = 1'd1;
			data_wr = in_data;
			D1 = 8'd0;
			D2 = 8'd0;
			D3 = 8'd0;
		end
		INTERPOLATION : begin
			req = 1'd0;
			wen = 1'd1;
				D1 = (upper_row[st_count - 7'd1] > lower_row[st_count + 7'd1])? (upper_row[st_count - 7'd1] - lower_row[st_count + 7'd1]) : (lower_row[st_count + 7'd1] - upper_row[st_count - 7'd1]);
				D2 = (upper_row[st_count       ] > lower_row[st_count       ])? (upper_row[st_count       ] - lower_row[st_count       ]) : (lower_row[st_count       ] - upper_row[st_count       ]);
				D3 = (upper_row[st_count + 7'd1] > lower_row[st_count - 7'd1])? (upper_row[st_count + 7'd1] - lower_row[st_count - 7'd1]) : (lower_row[st_count - 7'd1] - upper_row[st_count + 7'd1]);
				if(st_count==7'd0 || st_count==7'd127)begin
					data_wr = ({1'd0 , upper_row[st_count]} + {1'd0 , lower_row[st_count]}) >>> 1;
				end
				else begin
					data_wr = (D3 < D1)? ((D3 < D2)? ({1'd0 , upper_row[st_count + 7'd1]} + {1'd0 , lower_row[st_count - 7'd1]}) >>> 1 : ({1'd0 , upper_row[st_count]} + {1'd0 , lower_row[st_count]}) >>> 1) :  
										 ((D1 < D2)? ({1'd0 , upper_row[st_count - 7'd1]} + {1'd0 , lower_row[st_count + 7'd1]}) >>> 1 : ({1'd0 , upper_row[st_count]} + {1'd0 , lower_row[st_count]}) >>> 1) ;  
				end
		end
		default : begin
			req = 1'd0;
			wen = 1'd0;
			data_wr = 8'd0;
			D1 = 8'd0;
			D2 = 8'd0;
			D3 = 8'd0;
		end
	endcase
end
endmodule
</file>
<file path="run.sh">
#!/bin/bash
# OpenROAD 26Q1-2900-gdf79404cd8, Yosys 0.63+post, stock flow scripts
make -C /OpenROAD-flow-scripts/flow DESIGN_CONFIG=/design/flow/config.mk WORK_HOME=/design/flow/orfs finish
</file>
<file path="config.mk">
export PLATFORM = sky130hd
export DESIGN_NAME = ELA
export DESIGN_NICKNAME = ELA
export VERILOG_FILES = /design/flow/design.v
export SDC_FILE = /design/flow/constraint.sdc
export NUM_CORES = 4
export LEC_CHECK = 1
export CORE_UTILIZATION = 30
</file>
<file path="constraint.sdc">
current_design ELA

set clk_period 66.6
set clk_io_pct 0.2

create_clock -name clk0 -period $clk_period [get_ports {clk}]

set non_clock_inputs [all_inputs -no_clocks]
set_input_delay [expr $clk_period * $clk_io_pct] -clock clk0 $non_clock_inputs
set_output_delay [expr $clk_period * $clk_io_pct] -clock clk0 [all_outputs]
</file>
==> metrics.yaml <==
syn-mean-instance-area_um2: 9.411
synth_cells: 13160
grt_max_degree: 129
rows: 235
flow.first_error: "[ERROR GRT-0116] Global routing finished with congestion. Check the congestion regions in the DRC Viewer."
yosys-top-cells-area: "sky130_fd_sc_hd__dfrtp_1, sky130_fd_sc_hd__a22oi_1, sky130_fd_sc_hd__mux2_2, sky130_fd_sc_hd__a21oi_1, sky130_fd_sc_hd__a22o_1"
netlist.top_cell.by_area: "sky130_fd_sc_hd__dfrtp_1"
clk_root_buffer_cell: "sky130_fd_sc_hd__clkbuf_16"
portion_of_the_post_synthesis_area_used_by_sequential_elements_pct: 41.88
globalRoute.totalOverflow: 39550
die-width_um: 644.6
yosysWarningCount: 3
grt_pass1_vias: 205200
run_status: "did not finish"
post-cts-setup-buffers: 0
synth_largest_type_area_fraction_pct: 41.86
initial_core_util_pct: 30.18
grt_first_pass_wirelength_um: 2821000
cts_hold_buffers: 0
outcome.stop_stage: "global routing"
top_level_ports: 43
gp_congestion: 1.558
cts.htree.levels: 5
top_cell: "sky130_fd_sc_hd__dfrtp_1"
synth.top_cells.by_count: "sky130_fd_sc_hd__dfrtp_1, sky130_fd_sc_hd__a22oi_1, sky130_fd_sc_hd__a21oi_1"
async_reset_ff_share_pct: 100.0
clk_sinks: 2073
synth.yosys.num_cells: 13160
enable_flop_cells: 0
yosys_most_used_dff: "sky130_fd_sc_hd__dfrtp_1"
clk_path_buf_depth: 4
synthesis.area_um2: 123900
ys_area_um2: 123900
place.detailed.hpwl_um: 1500000
die_height_um: 644.6
ys_seq_elements: 2073
yosysUniqueCellTypes: 91
postCtsResizedCells: 0
gr-usage-all-layers_pct: 106.6
cts_buffers: 272
buffer_ports.inserted: 34
[stage by stage]
stage,setup slack (ps),instance area [um2],std cells,util (%),power (uW)
2_1_floorplan,24490,123900,13160,-,1334
4_1_cts,37980,155400,19860,37.86,2927
3_3_place_gp,37980,146200,19370,35.63,1364
3_5_place_dp,37980,146200,19370,35.63,1364
[layer usage]
| metal | overflow | GRT usage [%] |
|---|---|---|
| met5 | 623 | 92.02 |
| met4 | 5376 | 99.81 |
| met3 | 6893 | 102.6 |
| met2 | 18250 | 116.4 |
| met1 | 8404 | 104.7 |
[kinds of logic after synthesis]
| group | count (synthesis) | share of synthesized area [%] |
|---|---|---|
| AND-OR/OR-AND | 5652 | 31.17 |
| XOR/XNOR | 54 | 0.3818 |
| adder cells (fa/ha/maj) | 114 | 1.206 |
| buffers and inverters | 1174 | 3.656 |
| flip-flops | 2073 | 41.88 |
| multiplexers | 1126 | 10.18 |
| AND/OR/NAND/NOR | 2970 | 11.53 |
No activity file was given, so power comes from the tool's default toggle rates.
