--- run.sh ---
#!/bin/bash
# OpenROAD 26Q1-2900-gdf79404cd8, Yosys 0.63+post, stock flow scripts
make -C /OpenROAD-flow-scripts/flow DESIGN_CONFIG=/design/flow/config.mk WORK_HOME=/design/flow/orfs finish
--- config.mk ---
export PLATFORM = sky130hd
export DESIGN_NAME = LZ77_Decoder
export DESIGN_NICKNAME = LZ77_Decoder
export VERILOG_FILES = /design/flow/design.v
export SDC_FILE = /design/flow/constraint.sdc
export NUM_CORES = 4
export LEC_CHECK = 1
export CORE_UTILIZATION = 30
--- constraint.sdc ---
current_design LZ77_Decoder

set clk_period 5.0
set clk_io_pct 0.2

create_clock -name clk0 -period $clk_period [get_ports {clk}]

set non_clock_inputs [all_inputs -no_clocks]
set_input_delay [expr $clk_period * $clk_io_pct] -clock clk0 $non_clock_inputs
set_output_delay [expr $clk_period * $clk_io_pct] -clock clk0 [all_outputs]
--- design.v ---
module LZ77_Decoder(clk,reset,code_pos,code_len,chardata,encode,finish,char_nxt);
input 				clk;
input 				reset;
input 		[3:0] 	code_pos;
input 	    [2:0] 	code_len;
input 		[7:0] 	chardata;
output  reg			encode;
output  reg			finish;
output 	reg [7:0] 	char_nxt;
reg [35:0] search_buffer;
reg [31:0] buffer;  
reg [2:0] count;
always@(posedge clk or posedge reset)begin
	if(reset)begin
		encode <= 1'd0;
		finish <= 1'd0;
		search_buffer <= 36'd0;
		char_nxt <= 8'd0;
	end
	else begin
		char_nxt <= {4'd0 , buffer[31-((count)<<<2) -: 4]};
		finish <= (chardata==8'h24 && count==code_len)? 1'd1 : 1'd0;
		if(count==code_len)begin
			case(code_len)
				3'd0 : begin
					search_buffer[35:4] <= search_buffer[31:0];
					search_buffer[3:0] <= buffer[31:28];
				end
				3'd1 : begin
					search_buffer[35:8] <= search_buffer[27:0];
					search_buffer[7:0] <= buffer[31:24];
				end
				3'd2 : begin
					search_buffer[35:12] <= search_buffer[23:0];
					search_buffer[11:0] <= buffer[31:20];
				end
				3'd3 : begin
					search_buffer[35:16] <= search_buffer[19:0];
					search_buffer[15:0] <= buffer[31:16];
				end
				3'd4 : begin
					search_buffer[35:20] <= search_buffer[15:0];
					search_buffer[19:0] <= buffer[31:12];
				end
				3'd5 : begin
					search_buffer[35:24] <= search_buffer[11:0];
					search_buffer[23:0] <= buffer[31:8];
				end
				3'd6 : begin
					search_buffer[35:28] <= search_buffer[7:0];
					search_buffer[27:0] <= buffer[31:4];
				end
				3'd7 : begin
					search_buffer[35:32] <= search_buffer[3:0];
					search_buffer[31:0] <= buffer;
				end
			endcase
		end
	end
end
always@(negedge clk)begin
	if(reset)begin
		count <= 3'd7;
	end
	else begin
		count <= (count==code_len)? 3'd0 : count + 3'd1;
	end
end
always@(*)begin
	case(code_pos)
	4'd0 : begin
		buffer = {search_buffer[3:0] , search_buffer[3:0] , search_buffer[3:0] , search_buffer[3:0] , 
		          search_buffer[3:0] , search_buffer[3:0] , search_buffer[3:0] , 4'd0};
		buffer[31 - (code_len<<<2) -: 4] = chardata[3:0];
	end
	4'd1 : begin
		buffer = {search_buffer[7:0] , search_buffer[7:0] , search_buffer[7:0] , search_buffer[7:4] , 4'd0};
		buffer[31 - (code_len<<<2) -: 4] = chardata[3:0];
	end
	4'd2 : begin
		buffer = {search_buffer[11:0] , search_buffer[11:0] , search_buffer[11:8] , 4'd0};
		buffer[31 - (code_len<<<2) -: 4] = chardata[3:0];
	end
	4'd3 : begin
		buffer = {search_buffer[15:0] , search_buffer[15:4] , 4'd0};
		buffer[31 - (code_len<<<2) -: 4] = chardata[3:0];
	end
	4'd4 : begin
		buffer = {search_buffer[19:0] , search_buffer[19:12] , 4'd0};
		buffer[31 - (code_len<<<2) -: 4] = chardata[3:0];
	end
	4'd5 : begin
		buffer = {search_buffer[23:0] , search_buffer[23:20] , 4'd0};
		buffer[31 - (code_len<<<2) -: 4] = chardata[3:0];
	end
	4'd6 : begin
		buffer = {search_buffer[27:0] , 4'd0};
		buffer[31 - (code_len<<<2) -: 4] = chardata[3:0];
	end
	4'd7 : begin
		buffer = {search_buffer[31:4] , 4'd0};
		buffer[31 - (code_len<<<2) -: 4] = chardata[3:0];
	end
	4'd8 : begin
		buffer = {search_buffer[35:8] , 4'd0};
		buffer[31 - (code_len<<<2) -: 4] = chardata[3:0];
	end
	default : begin
		buffer = 28'd0;
	end
	endcase
end
endmodule
==> CHANGELOG.md <==
### Physical design

* # Cells Yosys at around 930
* Post_cts resized at 0
* Largest family of logic cells by area: AND-OR/OR-AND gates
* Reg2reg end: search_buffer[7]$_DFFE_PP0P_
* Hold buffer count at cts at 0
* #FFs+latches synth at 44
* Detailed Route WL at 32.85 mm
* Final tally of max-slew violations at 0
* 1st-pass router iterations at 9
* Normalized max-slew margin at 37.31%
* Power Dens Cells at 389.4 mW/mm^2
* Final setup vio count at 0
* Syn_area_per_cell at 7.255 sq um
* HP Start: search_buffer[32]$_DFFE_PP0P_
* Max Clock Skew at 73.16 ps
* WS Path Type: register to register
* Critical Path Start Type: register
* I/O Buffers at 21
* CTS max path bufs at 2
* Cells after Synth at 931
* Area delta synth->final at 8.985%
* OpenROAD warnings at 33
* Synth top area share at 15.19%
* Yosys synthesis chip area at 0.006754 sq mm
* P_leak at ~2.6 nW
* Max-cap viol count at 0
* Fill cell count at 2310
* IO Pins at 27
* Reg2Reg Setup Slack at 200 ps
* Required time of the critical path at 5170 ps
* DRT antenna net count at 0
* Crit-path max FO at 17
* Latency at later pin at 380 ps
* CP endpoint kind: register
* Top_reg_cell synth: dfrtp_1
* Clock transition at the registers of the reported paths at about 70 ps
* GP Congestion at 1.050
* Setup TNS at 0 ps
* Clock sinks at 44
* Synth Warn # at 1
* DR iter-0 viols at approximately 1400
* Chip area at 0.02312 sq mm
* Drt drc at 0
* Via count at approximately 8400
* Register area at ~0.0011 sq mm
* Vias in the first global route at 7774
* Mapped Area at 0.006754 sq mm
* Worst Max-Slew Pin Slew at 930.5 ps
* Synth area leader: dfrtp_1
* Maximum number of pins on one net before global-route repair at 44
* Mux area share at 4.409%
* # Post-CTS Setup Buffers at 0
* Inst Count DP at 1180
* Core Box Area at 0.02196 sq mm
* Die H at 152.0 microns
* TritonCTS clock tree: built
* Post-synth EDFFs at 0
* Top cells by area: dfrtp_1 15%, o21ai_0 5.3%, a21oi_1 4.7%
* Aoi/oai-family share of the synthesized area at 42.24%
* CP arrival at roughly 5000 ps
* Chip Width at 152.0 microns
* Worst vdd ir at between 100 and 150 uV
* Post-Layout Cell Count at roughly 1200
* Root Driver: clkbuf_16
* Unique masters post-synth at 93
* GRT Total Usage at between 20% and 30%
* Post-DP HPWL at 23.07 mm
* Worst Hold End: search_buffer[32]$_DFFE_PP0P_
* Layout cells sized above 1 at between 10 and 15%
* Gate Area at 0.005046 sq mm
* Core Util at FP at 30.76%
* Hold Violations, Final at 0
* Yosys simple share at 25.27%
* Hold Path Class: register to register
* Overflow after GRT at 0
* Hold depth at 2
* R2R depth at 7
* Global-route wire length before repair at 49.55 mm
* Antenna cells at 0
* Adder Area Share at 1.667%
* Xor/xnor share at 0.7781%
* Reg2reg start: count[2]$_SDFF_NP1_
* Unrepaired setup endpoints after global routing: false
* H-tree depth at 2
* Initial antenna violation count at 0
* Post-synth seq share at ~16%
* WL/cell at 27.61 microns
* Rows at 54
* Status: finished, final reports clean
* Asr flop ratio synth at 93.18%
* Inserted Clock Buffers at 5
* DR vias/cell at 7.030
## how the worst max path moves through the flow
stage / to / startpoint / slack (ps)
CTS: search_buffer[7]$_DFFE_PP0P_ / count[2]$_SDFF_NP1_ / 230
global route: search_buffer[22]$_DFFE_PP0P_ / count[2]$_SDFF_NP1_ / 50
finish: search_buffer[7]$_DFFE_PP0P_ / count[2]$_SDFF_NP1_ / 200
## critical path: stages, from the launching register on
cell and delay (ps):
dfxtp_1 360, xor2_1 200, nor3_2 280, buf_4 300, nand2_1 160, buf_4 200, a2111oi_0 440, a31oi_1 160
## power by group
part           switching [W]  internal [W]
combinational       0.000828      0.000615
clock               0.000176      0.000216
sequential          0.000516      0.000516
total                0.00152       0.00135
## registers in the layout, summed over array words and instances (netlist names)
| name | flops |
|---|---|
| search_buffer | 36 |
| count | 3 |
| char_nxt | 4 |
| finish | 1 |
## cell usage after synthesis (6+ instances only)
library cell,n
or3_1,17
dfrtp_1,41
a211oi_1,13
a222oi_1,10
o21ai_0,71
nor4b_1,6
a221oi_1,29
mux2_2,14
nand2b_1,11
nand3b_1,6
o22ai_1,14
ha_1,9
a22oi_1,36
nand3_1,37
and2_1,7
inv_1,15
a31oi_1,22
and3_1,12
nor3_1,15
a221o_1,7
a2bb2oi_1,7
a32oi_1,16
nor2_1,56
a32o_1,6
nand4_1,12
clkbuf_1,70
o211ai_1,13
buf_6,10
nor2b_1,18
buf_2,20
nor3b_1,6
a21oi_1,63
a22o_1,12
mux2i_1,14
and3b_1,6
nand2_1,81
buf_4,10
## kinds of logic after synthesis
group                      after synthesis
other                                    1
DFF                                     44
buffers and inverters                  134
adders and majority gates                9
AOI/OAI and AO/OA                      391
and+or+nand+nor                        318
xor gates and xnor gates                 6
muxes                                   28
## area by class of cell
type                            count  share of cell area, %
Clock buffer                        7                  2.074
Clock inverter                      4                 0.2210
Inverter                           17                 0.8669
Multi-Input combinational cell    757                  68.55
Sequential cell                    44                  14.75
Tap cell                          280                  4.759
Timing Repair Buffer               81                  8.771
## through the flow
step	hold slack, ps	util, %	setup WS (ps)	power, W	area [sq um]
global route	533.4	33.52	48.16	0.003015	7361
finish	490.4	33.52	199.6	0.002866	7361
detailed placement	481.7	32.77	239.3	0.002413	7196
CTS	497.3	33.52	226.3	0.002813	7361
floorplan	450.2	-	26.52	0.001860	6769
global placement	467.8	32.77	242.9	0.002422	7196
## layout by cell type, fill, tap and decap left out, types with 6 or more instances in the layout
cell,instances
a2bb2oi_1,7
dfrtp_1,41
nor2b_1,18
nand4_1,12
a222oi_1,10
or3_1,17
a221oi_1,29
and2_1,7
clkdlybuf4s50_1,18
and3b_1,6
nand2_1,81
o22ai_1,14
inv_1,16
o21ai_0,71
mux2i_1,14
a221o_1,7
nor4b_1,6
a32o_1,6
a21oi_1,63
nor2_1,56
and3_1,12
ha_1,9
a211oi_1,13
nand3b_1,6
nor3b_1,6
a31oi_1,22
nand3_1,37
a22oi_1,36
nand2b_1,11
a32oi_1,16
nor3_1,14
a22o_1,12
mux2_2,14
o211ai_1,13
buf_4,60
## per-layer routing
layer | vias to the layer above | part of all wire (%) | global-route usage, %
met4 | 0 | 6.8 | 16.03
met1 | 3919 | 39 | 38.53
met3 | 173 | 13 | 7.556
li1 | 3597 | - | -
met2 | 677 | 42 | 41.07
met5 | - | 0 | 0
No activity file was given, so power comes from the tool's default toggle rates.
